### flow/config.mk
export PLATFORM = sky130hd
export DESIGN_NAME = tokens_sfifo_bps
export DESIGN_NICKNAME = tokens_sfifo_bps
export VERILOG_FILES = /design/flow/design.v
export SDC_FILE = /design/flow/constraint.sdc
export NUM_CORES = 4
export LEC_CHECK = 1
export CORE_UTILIZATION = 50
### flow/constraint.sdc
current_design tokens_sfifo_bps

set clk_period 3.6
set clk_io_pct 0.2

create_clock -name clk0 -period $clk_period [get_ports {clk}]

set non_clock_inputs [all_inputs -no_clocks]
set_input_delay [expr $clk_period * $clk_io_pct] -clock clk0 $non_clock_inputs
set_output_delay [expr $clk_period * $clk_io_pct] -clock clk0 [all_outputs]
### flow/design.v
module tokens_sfifo #(
	parameter DW   = 32,
	parameter DP   = 8,
	parameter MSKO = 0,
	parameter FWFT = 0
)(
	input           clk,     
	input           rst_n,   
	input 	        src_vld,
	output          src_rdy,
	input [DW-1:0]  src_dat,
	output          dst_vld,
	input           dst_rdy,
	output [DW-1:0] dst_dat
);
genvar i;
generate
	if(DP == 0) begin: dp_ft
		assign dst_vld = src_vld;
		assign src_rdy = dst_rdy;
		assign dst_dat = src_dat;
	end else begin : dp_gt1
		reg [DW-1:0]  fifo [DP-1:0];
		wire [DP-1:0] fifo_wen;
		wire wen = src_vld & src_rdy;
		wire ren = dst_vld & dst_rdy;
		wire [DP-1:0] rptr_vec_nxt;
		reg  [DP-1:0] rptr_vec;
		wire [DP-1:0] wptr_vec_nxt;
		reg  [DP-1:0] wptr_vec;
		if (DP == 1) begin: rptr_dp_1
			assign rptr_vec_nxt = 1'b1;
		end else begin : rptr_gt1
			assign rptr_vec_nxt = rptr_vec[DP-1] ? {{DP-1{1'b0}}, 1'b1} : (rptr_vec << 1);
		end
		if (DP == 1) begin : wptr_dp_1
			assign wptr_vec_nxt = 1'b1;
		end else begin : wptr_gt1
			assign wptr_vec_nxt = wptr_vec[DP-1] ? {{DP-1{1'b0}}, 1'b1} : (wptr_vec << 1);
		end
		always_ff @(posedge clk, negedge rst_n)
			if(~rst_n)    rptr_vec <= {{DP-1{1'b0}}, 1'b1};
			else if (ren) rptr_vec <= rptr_vec_nxt;
		always_ff @(posedge clk, negedge rst_n)
			if(~rst_n)    wptr_vec <= {{DP-1{1'b0}}, 1'b1};
			else if (wen) wptr_vec <= wptr_vec_nxt;
		wire [DP:0] src_vec;
		wire [DP:0] dst_vec;
		wire [DP:0] vec_nxt;
		reg  [DP:0] vec;
		wire vec_en = (ren ^ wen);
		assign vec_nxt = wen ? {vec[DP-1:0], 1'b1} : (vec >> 1);
		always_ff @(posedge clk, negedge rst_n)
			if(~rst_n)       vec <= {{DP-1{1'b0}}, 1'b1};
			else if (vec_en) vec <= vec_nxt;
		assign src_vec = {1'b0, vec[DP:1]};
		assign dst_vec = {1'b0, vec[DP:1]};
		if (DP ==1) begin : dp_eq1
			if (FWFT) begin : fwft
				assign src_rdy = (~src_vec[DP-1]);
			end else begin : nfwft
				assign src_rdy = (~src_vec[DP-1]) | ren;
			end
		end else begin : nfwft_dp_gt1
			assign src_rdy = (~src_vec[DP-1]);
		end
		for (i = 0; i < DP; i++) begin: gen
			assign fifo_wen[i] = wen & wptr_vec[i];
			always_ff @(posedge clk)
				if (fifo_wen[i]) fifo[i] <= src_dat;
		end
		reg [DW-1:0] mux_dat;
		always_comb begin
			mux_dat = {DW{1'b0}};
			for (int j = 0; j < DP; j++) begin
				mux_dat = mux_dat | {DW{rptr_vec[j]}} & fifo[j];
			end
		end
		if (MSKO) begin : mask_out
			assign dst_dat = {DW{dst_vld}} & mux_dat;
		end else begin : no_mask_out
			assign dst_dat = mux_dat;
		end
		assign dst_vld = dst_vec[0];
	end
endgenerate
endmodule 
module tokens_sfifo_bps #(
	parameter DP = 8,
	parameter DW = 32
)(
	input           clk,     
	input           rst_n,   
	input 	        src_vld,
	output          src_rdy,
	input [DW-1:0]  src_dat,
	output          dst_vld,
	input           dst_rdy,
	output [DW-1:0] dst_dat
);
  wire          fifo_src_vld;
  wire          fifo_src_rdy;
  wire [DW-1:0] fifo_src_dat;
  wire          fifo_dst_vld;
  wire          fifo_dst_rdy;
  wire [DW-1:0] fifo_dst_dat;
  tokens_sfifo #(.DW(DW), .DP(DP), .FWFT(1))
  i_tokens_sfifo (
	.clk    (clk         ),
	.rst_n  (rst_n       ),
	.src_vld(fifo_src_vld),
	.src_rdy(fifo_src_rdy),
	.src_dat(fifo_src_dat),
	.dst_vld(fifo_dst_vld),
	.dst_rdy(fifo_dst_rdy),
	.dst_dat(fifo_dst_dat)
);
  assign src_rdy = fifo_src_rdy;
  wire byp = src_vld & dst_rdy & (~fifo_dst_vld);
  assign dst_vld = fifo_dst_vld | src_vld;
  assign dst_dat = fifo_dst_vld ? fifo_dst_dat : src_dat;
  assign fifo_src_dat  = src_dat;
  assign fifo_src_vld = src_vld & (~byp);
endmodule 
### flow/run.sh
#!/bin/bash
# OpenROAD 26Q1-2900-gdf79404cd8, Yosys 0.63+post, stock flow scripts
make -C /OpenROAD-flow-scripts/flow DESIGN_CONFIG=/design/flow/config.mk WORK_HOME=/design/flow/orfs finish
==> flow_metrics.tcl <==
# place-and-route summary
set metrics [dict create \
    clkTransAtPathRegs_ns 0.08 \
    min_to "i_tokens_sfifo.dp_gt1.vec[3]" \
    layout_top_cells "69 x clkdlybuf4s50_1, 38 x mux2_2, 32 x edfxtp_1, 15 x dfrtp_1" \
    postSynthSeqShare_pct 66.4 \
    setup_viol 0 \
    rsz0062_at_grt "no" \
    ant_nets 0 \
    hpwl_microns 2540 \
    ys_ff 49 \
    cts_tree "yes" \
    yosys-stat-area_sq_um 2090 \
    peakVddDrop_mv 0.381 \
    synth.avg_cell_area_sq_um 17.7 \
    wl_per_cell_microns 14.8 \
    area_growth_pct 39.8 \
    drt-pass1-iter-count 2 \
    synthesis.area_sq_um 2090 \
    finalPower_uw 1150 \
    fin_crit_ns 2.83 \
    r2r.worst_path.cells 6 \
    drive_above_1_share_pct 31.6 \
    gp_congestion 0.725 \
    ctsHoldBuffers 0 \
    cp-end-kind "output pin" \
    clk_path_buf_depth 2 \
    wl_microns 3590 \
    grt_usage_pct 18.3 \
    post_cts_buffers 0 \
    die-height_microns 66.7 \
    layout_top_cell "clkdlybuf4s50_1" \
    crit_arrival_ns 2.11 \
    power_density_nw_per_um2 392 \
    htree_levels 2 \
    r2r_setup_slack_ns 1.19 \
    fin_skew_ns 0.00552 \
    drt_iter0_drc 42 \
    worstHoldStart "i_tokens_sfifo.dp_gt1.vec[2]" \
    r2r-start "i_tokens_sfifo.dp_gt1.vec[1]" \
    r2r_end "i_tokens_sfifo.dp_gt1.fifo[0][29]" \
    finalHoldViolations 0 \
    ios 70 \
    slew_viol_final 0 \
    chipWidth_microns 66.7 \
    clock_sinks 49 \
    clock.latency.late_pin_ns 0.29 \
    status "finished clean" \
    crit_type "reg -> out" \
    ys_cells 118 \
    netlist-cell-type-count 18 \
    worst_pin_slew_ns 0.722 \
    cts-root-buf "clkbuf_8" \
    whs_path_depth 1 \
    cp-start-kind "flip-flop" \
    maxSlewHeadroom_pct 51.9 \
    setup_tns_ns 0 \
    drt-vias-per-instance 5.01 \
    synth_cells 118 \
    nFillCells 267 \
    crit_fanout 18 \
    grt_pass1_vias 1195 \
    grt_overflow_total 0 \
    io_buffers 69 \
    cts_made_buffers 5 \
    fmax_mhz 353 \
    antenna_found_initial 0 \
    core_sq_um 4000 \
    required_ns 2.88 \
    warning_count 26 \
    cts-resized-gates 0 \
    min_path_type "reg -> reg" \
    diodes 0 \
    grt_max_degree 33 \
    maxCapViolCount 0 \
    fp-utilization_pct 52.3 \
    die_area_sq_um 4450 \
    rows 23 \
    drcViolationCount 0 \
    yosys_warnings 3 \
    p_leak_uw 0.00111 \
    period_used_pct 78.7 \
    grt_pass1_wl_microns 5600 \
    vias 1218 \
]
kinds of logic (layout without fill, tap and decap cells):
logic type      after synthesis  in the layout  synth area share [%]
mux                          45             45                  25.5
buf+inv                       7             82                  2.27
simple gates                 11             11                  3.65
flops                        49             49                  66.4
compound gates                6              6                  2.21
cells in the mapped netlist:
cell type  instances  area, sq um
a21oi_4            1         16.3
dfstp_2            2         52.6
buf_8              1         15.0
nor2b_1            7         43.8
mux2_4             7          105
a21o_1             1         7.51
buf_4              1         7.51
inv_1              1         3.75
o21ai_0            3         15.0
and2_1             1         6.26
buf_2              3         15.0
edfxtp_1          32          961
inv_4              1         6.26
dfrtp_1           15          375
nand2b_4           1         13.8
mux2_2            38          428
o21a_1             1         7.51
or2_2              2         12.5
per-stage QoR:
stage | util (%) | cell area (sq um) | setup WS [ns] | instances | hold slack [ns]
finish | 73.1 | 2920 | 0.765 | 243 | 0.499
CTS | 73.1 | 2920 | 0.716 | 243 | 0.503
global placement | 71.1 | 2840 | 0.955 | 235 | 0.482
floorplan | - | 2090 | 1.22 | 118 | 0.424
detailed placement | 71.1 | 2840 | 0.953 | 235 | 0.482
global route | 73.1 | 2920 | 0.628 | 243 | 0.524
metal layers:
metal / up-vias / wire (microns) / track usage (%)
met5: - / 0 / 0
met4: 0 / 45 / 1.86
met3: 5 / 276 / 6.77
met2: 43 / 1710 / 26.9
met1: 587 / 1560 / 29.9
li1: 583 / - / -
how the worst max path moves through the flow:
| stage | depth (start not counted) | slack [ns] | end | startpoint |
|---|---|---|---|---|
| CTS | 3 | 0.72 | dst_dat[31] | i_tokens_sfifo.dp_gt1.vec[1] |
| global route | 3 | 0.63 | dst_dat[31] | i_tokens_sfifo.dp_gt1.vec[1] |
| finish | 3 | 0.77 | dst_dat[31] | i_tokens_sfifo.dp_gt1.vec[1] |
registers in the layout, summed over array words and instances, names as in the netlist:
register / count
i_tokens_sfifo.dp_gt1.vec: 9
i_tokens_sfifo.dp_gt1.fifo: 32
i_tokens_sfifo.dp_gt1.wptr_vec: 8
power breakdown:
group	switching, uW	internal [uW]	total (uW)
clock	160	136	296
sequential	26.9	638	664
combinational	52.4	134	187
area by class of cell:
cell class                      instances  area [sq um]  share of cell area (%)
Clock buffer                            7          76.3                    2.61
Clock inverter                          1          5.00                   0.171
Inverter                                2          10.0                   0.342
Multi-Input combinational cell         62           656                    22.4
Sequential cell                        49          1390                    47.5
Tap cell                               50          62.6                    2.14
Timing Repair Buffer                   72           726                    24.8
worst max-delay path, stage by stage, from the launching register on:
cell and delay (ns):
dfrtp_1 0.81, buf_12 0.25, mux2_2 0.35, clkdlybuf4s50_1 0.42
No activity file was given, so power comes from the tool's default toggle rates.
